[design/flow/design.v]
module fsm_sensores(
    input wire clk,
    input wire reset,
    input wire a,         
    input wire b,         
    output reg auto_entra,
    output reg auto_sale,
    output reg persona
);
    reg [2:0] estado, next_estado;
    localparam EST_INICIAL = 3'b000,
               E1 = 3'b001,             
               E2 = 3'b010,             
               E3 = 3'b011,             
               S1 = 3'b101,             
               S2 = 3'b110,             
               S3 = 3'b111,             
               P  = 3'b100;             
    always @(*) begin
        next_estado = estado;
        case (estado)
            EST_INICIAL: begin
                if (a & ~b) next_estado = E1;
                else if (~a & b) next_estado = S1;
            end
            E1: begin
                if (a & b) next_estado = E2;
                else if (~a & ~b) next_estado = P;
            end
            E2: begin
                if (~a & b) next_estado = E3;
                else if (~a & ~b) next_estado = P;
            end
            E3: begin
                if (~a & ~b) next_estado = EST_INICIAL;
            end
            S1: begin
                if (a & b) next_estado = S2;
                else if (~a & ~b) next_estado = P;
            end
            S2: begin
                if (a & ~b) next_estado = S3;
                else if (~a & ~b) next_estado = P;
            end
            S3: begin
                if (~a & ~b) next_estado = EST_INICIAL;
            end
            P: begin
                next_estado = EST_INICIAL;
            end
        endcase
    end
    always @(posedge clk or posedge reset) begin
        if (reset) begin
            estado <= EST_INICIAL;
            auto_entra <= 0;
            auto_sale  <= 0;
            persona    <= 0;
        end
        else begin
            estado <= next_estado;
            auto_entra <= (estado == E3 && next_estado == EST_INICIAL);
            auto_sale  <= (estado == S3 && next_estado == EST_INICIAL);
            persona <= ((estado == E1 || estado == E2 || estado == S1 || estado == S2) && next_estado == P);
        end
    end
endmodule
module contador_estacionamiento(
    input wire clk,
    input wire reset,
    input wire auto_entra,
    input wire auto_sale,
    output reg [2:0] count,      
    output lleno,
    output vacio
);
assign lleno = (count == 3'b111);
assign vacio = (count == 3'b000);
always @(posedge clk or posedge reset) 
begin
    if (reset)
        count <= 0;
    else begin
        if (auto_entra && !lleno)
            count <= count + 1;
        else if (auto_sale && !vacio)
            count <= count - 1;
    end
end
endmodule
module top_estacionamiento(
    input wire clk,
    input wire reset,
    input wire btnA,         
    input wire btnB,         
    output wire [3:0] leds   
);
    wire rst, A, B;
    assign rst = ~reset;
    assign A = ~btnA;
    assign B = ~btnB;
    wire auto_entra, auto_sale;
    wire [2:0] count;
    wire lleno, vacio;
    wire persona;            
    fsm_sensores fsm (
        .clk(clk),
        .reset(rst),
        .a(A),
        .b(B),
        .auto_entra(auto_entra),
        .auto_sale(auto_sale),
        .persona(persona)
    );
    contador_estacionamiento contador (
        .clk(clk),
        .reset(rst),
        .auto_entra(auto_entra),
        .auto_sale(auto_sale),
        .count(count),
        .lleno(lleno),
        .vacio(vacio)
    );
    assign leds[2:0] = count;   
    assign leds[3]   = lleno;   
endmodule
[design/flow/run.sh]
#!/bin/bash
# OpenROAD 26Q1-2900-gdf79404cd8, Yosys 0.63+post, stock flow scripts
make -C /OpenROAD-flow-scripts/flow DESIGN_CONFIG=/design/flow/config.mk WORK_HOME=/design/flow/orfs finish
[design/flow/config.mk]
export PLATFORM = sky130hd
export DESIGN_NAME = top_estacionamiento
export DESIGN_NICKNAME = top_estacionamiento
export VERILOG_FILES = /design/flow/design.v
export SDC_FILE = /design/flow/constraint.sdc
export NUM_CORES = 4
export LEC_CHECK = 1
export CORE_AREA = 10 10 70 70
export DIE_AREA = 0 0 80 80
[design/flow/constraint.sdc]
current_design top_estacionamiento

set clk_period 1.9
set clk_io_pct 0.2

create_clock -name clk0 -period $clk_period [get_ports {clk}]

set non_clock_inputs [all_inputs -no_clocks]
set_input_delay [expr $clk_period * $clk_io_pct] -clock clk0 $non_clock_inputs
set_output_delay [expr $clk_period * $clk_io_pct] -clock clk0 [all_outputs]
==> out/results.ini <==
[flow_run]
cap_violations = 0
warnings = 30

[clocking]
cts_root_buffer = clkbuf_4
clk_pin_slew_ns = 0.08
ctsHoldBuffers = 0
numCtsBuffers = 3
htreeDepth = 1
cts_setup_buffers = 0
clock_path_buffers = 2
cts_resized = 0
insertion_delay_ns = 0.27
clock-sinks = 13
cts_tree = built

[sta]
relSlewSlack = 0.6391
drv_slew = 0
rsz0062_at_grt = no
timing.fmax_mhz = 564.5
fin_crit_sh = 0.9323
period_minus_slack_ns = 1.771
setup_viol_count_final = 0
worst_pin_slew_ns = 0.5397
skew_ns = 0.004413
tns_ns = 0
final_hold_viol_count = 0

[power]
vdd_drop_max_v = 0.0004321
combPwrFrac = 0.384
switching_share = 0.3137
p_sw_mw = 0.2720
power.density_nw_per_um2 = 920.3
total_power_mw = 0.8671
power_leakage_nw = 0.4157
sequentialPowerShare = 0.425
internal_power_mw = 0.5951
p_clk_frac = 0.192

[floorplanning]
core_region_area_um2 = 3416
die_x_um = 80
chipHeight_um = 80
fp_util = 0.2176
dieArea_um2 = 6400
pin_count = 8
num_rows = 21

[routing]
dr_total_vias = 573
routed_wl_um = 1313
drc = 0
num_antenna_cells = 0
wl_per_cell_um = 9.584
first_iter_violations = 9
ant_nets = 0
via_per_inst = 4.182
dr.pass1.iters = 4

[critical_path]
endpoint_kind = flip-flop
cpPeakStageDelay_ns = 0.47
arrival_ns = 1.92
startpoint_type = flip-flop
reg2reg_to = contador.count[1]$_DFFE_PN0P_
ff2ff_path_depth = 5
r2r_setup_slack_ns = 0.13
crit_path_max_fanout = 3
cpMaxStageDelayCell = fa_1
required_ns = 2.05
worstPathCellList = and3_1, nand2b_1, fa_1, o21a_1, a211o_1
reg2reg_from = contador.count[2]$_DFFE_PN0P_
critPathKind = flip-flop to flip-flop

[grt]
grt_pass1_wl_um = 2201
antenna_found_initial = 0
grt_pass1_vias = 524
grt-ovfl-total = 0
track_usage = 0.04133
grt_max_degree = 14

[logic_synthesis]
yosys-stat-cells = 74
synth-seq-cells = 13
avgSynthCellArea_um2 = 10.04
ff_type = dfrtp_1
yosysChipArea_um2 = 743.2
yosysSeqAreaShare = 0.4394
synth_area_leader_cell = dfrtp_1
syn_inst = 74
ys_top_cells_by_area = dfrtp_1 40%, ha_1 10%, o21ai_0 4.7%
ys_async_sr_fraction = 1.000
edf_count = 0
netlist_area_um2 = 743.2
ys_types = 30
yosys_warnings = 2
top_cell_area_share = 0.4040

[layout]
synthToLayoutAreaGrowth_pct = 26.77
drive_above_1_share = 0.1648
fin_cells = 137
finalInstanceArea_um2 = 942.2
final_util = 0.2758

[placement]
dpl-instance-area_um2 = 915.9
numPortBuffers = 7
placed_cells = 133
globalplace.congestion = 0.8589
post-dp-hpwl_um = 1020

[status]
status = finished clean

[worst_hold_path]
hp-class = primary input to asynchronous set/reset pin

metrics by stage:
step / hold slack, ns / setup slack [ns]
5_1_grt: 0.4959 / 0.06079
2_1_floorplan: 0.08441 / 0.1203
6_report: 0.4570 / 0.1286
3_3_place_gp: 0.4262 / 0.04391
3_5_place_dp: 0.4472 / 0.03795
4_1_cts: 0.4654 / 0.1224
cell type report:
class	count	area, µm²
fill	363	2474
multi-input combinational	52	375.4
sequential	13	326.6
timing repair buffer	15	130.1
tap	46	57.56
clock buffer	4	26.28
inverter	7	26.28
flip-flops by register name, summed over array words and instances, names as in the netlist:
| signal | flops |
|---|---|
| fsm.auto_sale | 1 |
| contador.count | 3 |
| fsm.auto_entra | 1 |
| fsm.estado | 8 |
Yosys cell counts (2+ instances only):
cell type / count
a21oi_1: 5
o21a_1: 2
inv_1: 6
ha_1: 6
nand2_1: 8
a22o_1: 2
nand2b_1: 2
dfrtp_1: 12
o21ai_0: 7
and2_1: 2
nor3b_1: 2
buf_4: 2
critical path: cells and delay by family, from the launching register on:
kind                       cells  cell delay (ns)
AOI/OAI and AO/OA              2             0.47
adders and majority gates      1             0.47
DFF                            1             0.38
and+or+nand+nor                2             0.34
layer usage:
metal  track usage  vias up  wire length, µm
met5             0        -                0
met4      0.005282        0               10
met3       0.02045        2              108
met2       0.05297       11              507
met1       0.06163      264              686
li1              -      296                -
cell usage in the layout, fill, tap and decap left out, types with 2 or more instances in the layout:
| master | instances |
|---|---|
| a21oi_1 | 5 |
| nand2b_1 | 2 |
| inv_1 | 6 |
| o21ai_0 | 7 |
| nand2_1 | 8 |
| ha_1 | 6 |
| buf_4 | 8 |
| a22o_1 | 2 |
| o21a_1 | 2 |
| dfrtp_1 | 12 |
| clkbuf_4 | 3 |
| and2_1 | 2 |
| nor3b_1 | 2 |
| clkdlybuf4s50_1 | 7 |
power groups by stage:
stage                 registers, mW  clock network [mW]  logic [mW]
after CTS                     0.368               0.175       0.337
after global routing          0.375               0.193       0.369
final                         0.368               0.166       0.333
cell families (layout without fill, tap and decap cells):
family	count (synthesis)	count (layout)	share of synthesized area
AOI/OAI and AO/OA	25	25	0.2391
adders and majority gates	7	7	0.1279
and+or+nand+nor	20	20	0.1380
DFF	13	13	0.4394
buffers and inverters	9	26	0.05554
worst max path at each step:
stage	start	endpoint	cells after the start
CTS	contador.count[2]$_DFFE_PN0P_	contador.count[1]$_DFFE_PN0P_	5
global route	contador.count[2]$_DFFE_PN0P_	contador.count[1]$_DFFE_PN0P_	6
finish	contador.count[2]$_DFFE_PN0P_	contador.count[1]$_DFFE_PN0P_	5
Power is estimated from default activity; no workload was simulated.
